<file path="./run.sh">
#!/bin/bash
# OpenROAD 26Q1-2900-gdf79404cd8, Yosys 0.63+post, stock flow scripts
make -C /OpenROAD-flow-scripts/flow DESIGN_CONFIG=/design/flow/config.mk WORK_HOME=/design/flow/orfs finish
</file>
<file path="./config.mk">
export PLATFORM = sky130hd
export DESIGN_NAME = UART_TX_TOP
export DESIGN_NICKNAME = UART_TX_TOP
export VERILOG_FILES = /design/flow/design.v
export SDC_FILE = /design/flow/constraint.sdc
export NUM_CORES = 4
export LEC_CHECK = 1
export CORE_AREA = 10 10 100 100
export DIE_AREA = 0 0 110 110
</file>
<file path="./constraint.sdc">
current_design UART_TX_TOP

set clk_period 4.3
set clk_io_pct 0.2

create_clock -name clk0 -period $clk_period [get_ports {CLK}]

set non_clock_inputs [all_inputs -no_clocks]
set_input_delay [expr $clk_period * $clk_io_pct] -clock clk0 $non_clock_inputs
set_output_delay [expr $clk_period * $clk_io_pct] -clock clk0 [all_outputs]
</file>
<file path="./design.v">
module TX_FSM (
 input  wire       DATA_VALID,
 input  wire       PAR_EN,
 input  wire       SER_DONE,
 input  wire       CLK,RST,
 output reg        Busy,
 output reg  [1:0] MUX_SEL,
 output reg        SER_EN,
 output reg        DATA_OK
 );
 reg [5:0] current_state, next_state ;
 localparam IDLE                = 6'b000001 ,
            Receive_Data        = 6'b000010 ,
			Start_Transmission  = 6'b000100 ,
			Data_Transmission   = 6'b001000 ,
			Parity_Transmission = 6'b010000 ,
			End_Transmission    = 6'b100000 ;
 always @ (posedge CLK, negedge RST)
  begin
   if (!RST)
    current_state <= IDLE ;
   else
    current_state <= next_state ;
  end
 always @ (*)
  begin
   next_state = IDLE ;
   case(current_state)
    IDLE                : next_state = (DATA_VALID)? Receive_Data : IDLE ;             
	Receive_Data        : next_state = Start_Transmission ;          
	Start_Transmission  : next_state = Data_Transmission  ;   
	Data_Transmission   : begin
	                       if(!SER_DONE)
						    next_state = Data_Transmission  ;
						   else
						    next_state = (PAR_EN)? Parity_Transmission : End_Transmission ;   
                          end	
	Parity_Transmission : next_state = End_Transmission ;   
	End_Transmission    : next_state = IDLE ;
   endcase
  end
 always @ (*)
  begin
   Busy    = 0 ;
   MUX_SEL = 0 ;
   SER_EN  = 0 ;
   DATA_OK = 0 ;
   case(current_state)
    IDLE                : begin
	                       Busy    = 0 ;
						   MUX_SEL = 0 ;
						   SER_EN  = 0 ;
	                      end
	Receive_Data        : begin 
	                       Busy    = 0 ;
                           MUX_SEL = 0 ;
                           SER_EN  = 0 ;
						   DATA_OK = 1 ;
                          end
	Start_Transmission  : begin
	                       Busy    = 1 ;
	                       MUX_SEL = 2'b00 ;
	                       SER_EN  = 1 ;
	                      end
	Data_Transmission   : begin
	                       Busy    = 1 ;
	                       MUX_SEL = 2'b01 ;
	                       SER_EN  = 1 ;
	                      end
	Parity_Transmission : begin
	                       Busy    = 1 ;
	                       MUX_SEL = 2'b10 ;
	                       SER_EN  = 0 ;
	                      end
	End_Transmission    : begin
	                       Busy    = 1 ;
	                       MUX_SEL = 2'b11 ;
	                       SER_EN  = 0 ;
	                      end
   endcase
  end
endmodule
module TX_mux (
 input  wire [1:0] MUX_SEL,
 input  wire       Busy,
 input  wire       START_BIT,
 input  wire       SER_DATA,
 input  wire       PAR_BIT,
 input  wire       STOP_BIT,
 input  wire       CLK,RST,
 output reg        TX_OUT,BUSY
 );
 always @ (posedge CLK , negedge RST)
  begin
   if(!RST)
    begin
	 TX_OUT <= 1 ;
	 BUSY   <= 0 ;
    end
   else if(Busy) 
    begin
	 BUSY   <= 1 ;
     case(MUX_SEL)
	  2'b00:   TX_OUT <= START_BIT;
	  2'b01:   TX_OUT <= SER_DATA ;
	  2'b10:   TX_OUT <= PAR_BIT  ;
	  2'b11:   TX_OUT <= STOP_BIT ;
	 endcase
    end
   else
    begin
	 TX_OUT <= 1 ;
	 BUSY   <= 0 ;
	end
  end
endmodule
module TX_parity (
 input  wire [7:0] P_DATA,
 input  wire       DATA_VALID,
 input  wire       PAR_EN,PAR_TYP,
 input  wire       CLK,RST,
 output reg        PAR_BIT
 );
 localparam even = 0;
 localparam odd  = 1;
 always @ (posedge CLK, negedge RST)
  begin
   if(!RST)
    begin
	 PAR_BIT <= 0;
	end
   else if(PAR_EN && DATA_VALID) 
    begin
	 case(PAR_TYP)
	  even: PAR_BIT <= ~^(P_DATA) ;
	  odd : PAR_BIT <=  ^(P_DATA) ;
	 endcase
	end
  end
endmodule
module TX_serializer (
 input  wire [7:0] P_DATA,
 input  wire       DATA_VALID,
 input  wire       Busy,
 input  wire       SER_EN,
 input  wire       CLK,RST,
 output reg        SER_DONE,
 output reg        SER_DATA
 );
 reg [7:0] shift_register ;
 reg [7:0] done_register  ;
 localparam done = 8'b1000_0000 ;
 always @ (posedge CLK , negedge RST)
  begin
   if(!RST)
    begin
	 SER_DONE <= 0 ;
	 SER_DATA <= 0 ;
	 shift_register <= 0 ;
	 done_register  <= 0 ;
	end
   else if(DATA_VALID && !Busy)
    begin
	 shift_register <= P_DATA ;
	 done_register  <= done   ;
	end
   else if(SER_EN && Busy)
    begin
	 {shift_register[6:0], SER_DATA} <= shift_register;
	 {done_register[6:0], SER_DONE}  <= done_register ;
	end
  end
endmodule
module UART_TX_TOP (
 input  wire [7:0] P_DATA,
 input  wire       DATA_VALID,
 input  wire       PAR_EN,PAR_TYP,
 input  wire       CLK,RST,
 output wire       TX_OUT, 
 output wire       BUSY,DATA_OK
 );
 wire Busy;
 wire START_BIT,SER_DATA,PAR_BIT,STOP_BIT;
 wire SER_EN,SER_DONE;
 wire [1:0] MUX_SEL;
 assign START_BIT = 1'b0 ;
 assign STOP_BIT  = 1'b1 ;
 TX_parity U0_parity(
 .P_DATA(P_DATA),
 .DATA_VALID(DATA_VALID),
 .PAR_EN(PAR_EN),
 .PAR_TYP(PAR_TYP),
 .CLK(CLK),
 .RST(RST),
 .PAR_BIT(PAR_BIT)
 );
 TX_serializer U0_serializer (
 .P_DATA(P_DATA),
 .DATA_VALID(DATA_VALID),
 .Busy(Busy),
 .SER_EN(SER_EN),
 .CLK(CLK),
 .RST(RST),
 .SER_DONE(SER_DONE),
 .SER_DATA(SER_DATA)
 );
 TX_FSM U0_FSM(
 .DATA_VALID(DATA_VALID),
 .PAR_EN(PAR_EN),
 .SER_DONE(SER_DONE),
 .CLK(CLK),
 .RST(RST),
 .Busy(Busy),
 .DATA_OK(DATA_OK),
 .MUX_SEL(MUX_SEL),
 .SER_EN(SER_EN)
 );
 TX_mux U0_mux (
 .MUX_SEL(MUX_SEL),
 .Busy(Busy),
 .START_BIT(START_BIT),
 .STOP_BIT(STOP_BIT),
 .SER_DATA(SER_DATA),
 .PAR_BIT(PAR_BIT),
 .CLK(CLK),
 .RST(RST),
 .TX_OUT(TX_OUT),
 .BUSY(BUSY)
 );
endmodule
</file>
==> flow_metrics.tcl <==
# implementation run metrics
set metrics [dict create \
    intPower_uw 543 \
    holdPathEnd "U0_FSM.current_state[4]" \
    critPathTopFamily "simple AND/OR/NAND/NOR gates" \
    avgSynthCellArea_sq_um 11.5 \
    met2_length_um 875 \
    fp_util_pct 14.5 \
    placed_cells 214 \
    min_path_type "reg2reg" \
    die_w_um 110 \
    grt_pass1_wl_um 3840 \
    cts_setup_buffers 0 \
    r2r_cells 4 \
    min_period_ps 2610 \
    wl_per_cell_um 9.90 \
    worstPathRequired_ps 4470 \
    worst_slew_pin_slew_ps 819 \
    critPathMaxFanout 17 \
    largest_area_cell "dfrtp_1" \
    min_path_cells 0 \
    antenna_left 0 \
    grt_util_all_layers_pct 3.85 \
    ys_seq_elements 27 \
    wl_met1_um 1100 \
    r2r_start "U0_FSM.current_state[3]" \
    cp_cell_sequence "clkdlybuf4s50_1 -> inv_1 -> nor4_4 -> nor2_1 -> a21o_1" \
    syn_inst 99 \
    highest_layer "met4" \
    max-clock-path-buffers 2 \
    ys_warn_count 4 \
    clkPwrFrac_pct 17.9 \
    ys_cells 99 \
    place_area_sq_um 1400 \
    num_rows 32 \
    antennaDiodeCount 0 \
    critPathMaxStageDelay_ps 760 \
    cpMaxStageDelayCell "nor4_4" \
    postCtsHoldBufs 0 \
    cts_tree "yes" \
    die-area_sq_um 12100 \
    finalHoldViolations 0 \
    pwr-share-comb_pct 32.0 \
    core_area_sq_um 7810 \
    final_cells 218 \
    switching_power_uw 254 \
    portBuffers 15 \
    final_max_slew_viol_count 0 \
    drc 0 \
    design_area_sq_um 1450 \
    netlist_area_sq_um 1130 \
    lay_top_count "dfrtp_1" \
    drive_gt1_share_pct 7.76 \
    rsz0062_at_grt "no" \
    drt-initial-drc-count 77 \
    vias_per_cell 3.50 \
    drtPass1Iterations 4 \
    grt_max_degree 28 \
    setup_viol 0 \
    synth_top_area_share_pct 55.2 \
    cts.clk_slew.worst_paths_ps 90 \
    end_kind "flip-flop" \
    syn2layout_area_growth_pct 27.7 \
    first_global_vias 801 \
    finalClockSkew_ps 1.32 \
    hold-worst-slack_ps 381 \
    p_sw_share_pct 31.9 \
    status "finished, final reports clean" \
    num_vias 762 \
    fmax_ghz 0.383 \
    yosys_area_sq_um 1130 \
    ir_drop_v 0.000260 \
    leakagePower_uw 0.000639 \
    overflow 0 \
    layout_top_cells_excl_fill_tap "25 x dfrtp_1, 19 x nand2_1, 15 x clkdlybuf4s50_1" \
    synth_seq_share_pct 59.8 \
    routabilityCongestion 0.731 \
    root_buffer "clkbuf_8" \
    insertion_delay_ps 270 \
    cts_sinks 27 \
    min-delay-start "U0_FSM.current_state[5]" \
    antenna_found_initial 0 \
    htreeDepth 1 \
    dieHeight_um 110 \
    power.density_nw_per_um2 550 \
    timing.rr.end "U0_serializer.shift_register[6]" \
    r2r_setup_slack_ps 1970 \
    pin_count 16 \
    slew_headroom_pct 45.0 \
    warnings 25 \
    setup_tns_ps 0 \
    post-route-period-util_pct 60.7 \
    wl_met3_um 183 \
    worst_setup_path_start_kind "input port" \
    ys_top_cells_by_area "dfrtp_1 55%, nand2_1 6.3%, a21o_1 6.0%, a22o_1 5.4%, dfstp_2 4.6%" \
    critPathBufInv 2 \
    arrival_ps 2780 \
    maxCapViolCount 0 \
    dp_hpwl_um 1540 \
    drt_wl_total_um 2160 \
    cts-resized-gates 0 \
    worstSetupPathType "in2reg" \
    seqPwrFrac_pct 50.1 \
    cts_made_buffers 3 \
    synth_cell_types 25 \
]
==> state kept, by name, summed over array words and instances (netlist names) <==
name and cells:
U0_FSM.current_state 6, U0_serializer.SER_DONE 1, U0_parity.PAR_BIT 1, U0_mux.BUSY 1, U0_serializer.done_register 8, U0_serializer.SER_DATA 1, U0_serializer.shift_register 8, U0_mux.TX_OUT 1
==> final cells by class <==
class / instances / area [sq um]
tap: 102 / 128
timing repair buffer: 16 / 158
multi-input combinational: 67 / 432
clock buffer: 4 / 45.0
fill: 864 / 6360
sequential: 27 / 678
inverter: 2 / 7.51
==> metrics by stage <==
step | setup WS (ps) | total power (uW) | utilization, %
3_5_place_dp | 1360 | 664 | 18.0
3_3_place_gp | 1440 | 657 | 18.0
4_1_cts | 1660 | 805 | 18.5
5_1_grt | 1560 | 869 | 18.5
2_1_floorplan | 2340 | 579 | -
6_report | 1690 | 797 | 18.5
==> synthesized netlist by cell type (all sizes together) <==
cell type / instances
mux2: 1
or2: 3
xor2: 1
and3: 1
dfrtp: 25
xnor3: 1
and2: 1
buf: 3
a21o: 9
a31oi: 1
nor2: 4
xnor2: 5
o21bai: 1
o21ai: 8
a22o: 7
a211oi: 1
or3: 1
nor4: 1
inv: 2
dfstp: 2
nand2: 19
a21oi: 2
==> cells by family (layout without fill, tap and decap cells) <==
group / count (synthesis) / after routing / share of synthesized area (%)
AND/OR/NAND/NOR: 30 / 30 / 12.8
AND-OR/OR-AND: 29 / 29 / 17.7
flip-flops: 27 / 27 / 59.8
XOR/XNOR: 7 / 7 / 6.62
buffers and inverters: 5 / 22 / 2.10
multiplexers: 1 / 1 / 0.993
==> worst max-delay path by stage <==
stage         startpoint                         endpoint  slack [ps]  cells after the start
CTS           DATA_VALID  U0_serializer.shift_register[6]        1660                      5
global route  DATA_VALID  U0_serializer.shift_register[0]        1560                      5
finish        DATA_VALID  U0_serializer.shift_register[6]        1690                      5
==> power groups by stage <==
stage                 Combinational, uW  Sequential, uW  Clock, uW
after CTS                           260             400        146
after global routing                294             415        159
final                               255             399        143
==> metal layers <==
layer,global-route usage [%],up-vias
met3,1.65,2
li1,-,371
met5,0,-
met1,5.72,364
met4,0.186,0
met2,5.33,25
Power is estimated from default activity; no workload was simulated.
