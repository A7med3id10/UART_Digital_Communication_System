[/design/flow/constraint.sdc]
current_design UART_RX_TOP

set clk_period 3.2
set clk_io_pct 0.2

create_clock -name clk0 -period $clk_period [get_ports {CLK}]

set non_clock_inputs [all_inputs -no_clocks]
set_input_delay [expr $clk_period * $clk_io_pct] -clock clk0 $non_clock_inputs
set_output_delay [expr $clk_period * $clk_io_pct] -clock clk0 [all_outputs]
[/design/flow/config.mk]
export PLATFORM = sky130hd
export DESIGN_NAME = UART_RX_TOP
export DESIGN_NICKNAME = UART_RX_TOP
export VERILOG_FILES = /design/flow/design.v
export SDC_FILE = /design/flow/constraint.sdc
export NUM_CORES = 4
export LEC_CHECK = 1
export CORE_UTILIZATION = 40
[/design/flow/design.v]
module RX_DataSampling (
 input  wire       RX_IN,
 input  wire [4:0] PRESCALE,
 input  wire       CLK,RST,
 input  wire [4:0] EDGE_COUNT,
 input  wire       SAMPLE_EN,
 output reg        S_BIT,
 output reg        sample_done
 );
 reg [2:0] sampled_bits;
 always @ (posedge CLK, negedge RST)
  begin
   if(!RST)
    begin
     sampled_bits <= 0 ;
	 sample_done  <= 0 ;
	end
   else if(SAMPLE_EN)
    begin
	 case(EDGE_COUNT)
	  (PRESCALE/2)-1 :
	   begin
	    sampled_bits[0] <= RX_IN ;
		sample_done     <= 0 ;
	   end
	  (PRESCALE/2) :
	   begin
	    sampled_bits[1] <= RX_IN ;
		sample_done     <= 0 ;
	   end
	  (PRESCALE/2)+1 : 
	   begin
	    sampled_bits[2] <= RX_IN ;
		sample_done     <= 1 ;
	   end
	  default: sample_done <= 0 ;
	 endcase
	end
  end
 always @ (*)
  begin
   case(sampled_bits)
	3'b000 : S_BIT = 0 ;
	3'b001 : S_BIT = 0 ;
	3'b010 : S_BIT = 0 ;
	3'b011 : S_BIT = 1 ;
	3'b100 : S_BIT = 0 ;
	3'b101 : S_BIT = 1 ;
	3'b110 : S_BIT = 1 ;
	3'b111 : S_BIT = 1 ;
   endcase
  end
endmodule
module RX_Deserializer (
 input  wire       S_BIT,DISER_EN,
 input  wire [3:0] BIT_COUNT,
 input  wire       CLK,RST,
 output reg  [7:0] P_DATA
 );
 always @ (posedge CLK, negedge RST)
  begin
   if(!RST) 
    P_DATA <= 0 ;
   else if(DISER_EN)
    P_DATA[BIT_COUNT-2] <= S_BIT ;
  end
endmodule
module RX_EdgeBitCounter (
 input  wire       COUNTER_EN,
 input  wire [4:0] PRESCALE,
 input  wire       CLK,RST,
 output reg  [3:0] BIT_COUNT,
 output reg  [4:0] EDGE_COUNT
 );
 always @ (posedge CLK, negedge RST)
  begin
   if(!RST)
    EDGE_COUNT <= 0 ;
   else if (COUNTER_EN)
    begin
	 if(EDGE_COUNT==PRESCALE)
	  EDGE_COUNT <= 1 ;
	 else
	  EDGE_COUNT <= EDGE_COUNT + 1 ;
	end
   else
    EDGE_COUNT <= 0 ;
  end
 always @ (posedge CLK, negedge RST)
  begin
   if(!RST)
    BIT_COUNT <= 0 ;
   else if (COUNTER_EN)
    begin
	 if(EDGE_COUNT==PRESCALE)
	  BIT_COUNT <= BIT_COUNT + 1 ;
	end
   else
    BIT_COUNT <= 1 ;
  end
endmodule
module RX_FSM (
 input  wire       RX_IN,
 input  wire       PAR_EN,
 input  wire [4:0] PRESCALE,
 input  wire       CLK,RST,
 input  wire [3:0] BIT_COUNT,
 input  wire [4:0] EDGE_COUNT,
 input  wire       sample_done,
 input  wire       STR_ERR   ,PAR_ERR   ,STP_ERR,
 output reg        STR_Chk_EN,PAR_Chk_EN,STP_Chk_EN,
 output reg        DISER_EN, COUNTER_EN, SAMPLE_EN,
 output reg        DATA_VALID
 );
 reg [7:0] current_state, next_state ;
 localparam IDLE              = 8'b00000001 ,
            Start_Sampling    = 8'b00000010 ,
			Deserialization   = 8'b00000100 ,
			Continue_Sampling = 8'b00001000 ,
			Finish_Sampling   = 8'b00010000 ,
			Check_Parity      = 8'b00100000 ,
			Check_Stop        = 8'b01000000 ,
			Validate          = 8'b10000000 ;
 always @ (posedge CLK, negedge RST)
  begin
   if (!RST)
    current_state <= IDLE ;
   else
    current_state <= next_state ;
  end
 always @ (*)
  begin
  next_state = IDLE ;
  case(current_state)
   IDLE              : next_state = (RX_IN) ? IDLE : Start_Sampling ;
   Start_Sampling    : next_state = (!sample_done) ? Start_Sampling :
                                    (STR_ERR)? IDLE : Continue_Sampling ;
   Continue_Sampling : next_state = (!sample_done)? Continue_Sampling :
                                    (BIT_COUNT<=9)? Deserialization   :            	
   									(!sample_done)? Continue_Sampling : Finish_Sampling   ;
   Deserialization   : next_state = Continue_Sampling ;
   Finish_Sampling   : next_state = (PAR_EN)? Check_Parity : Check_Stop ;
   Check_Parity      : next_state = (PAR_ERR)? IDLE : 
                                    (!sample_done)? Check_Parity : Check_Stop ;
   Check_Stop        : next_state = (STP_ERR) ? IDLE : Validate ;
   Validate          : next_state = Start_Sampling ;
  endcase
  end
 always @ (*)
 begin
  STR_Chk_EN = 0 ;
  PAR_Chk_EN = 0 ;
  STP_Chk_EN = 0 ;
  DISER_EN   = 0 ;
  COUNTER_EN = 0 ;
  SAMPLE_EN  = 0 ;
  DATA_VALID = 0 ;
   case(current_state)
    IDLE              : begin
	                     STR_Chk_EN = 0 ;
						 PAR_Chk_EN = 0 ;
						 STP_Chk_EN = 0 ;
	                     DISER_EN   = 0 ;
						 COUNTER_EN = 0 ;
						 SAMPLE_EN  = 0 ;
						 DATA_VALID = 0 ;
	                    end
    Start_Sampling    : begin
                         STR_Chk_EN = 1 ;
                         PAR_Chk_EN = 0 ;
                         STP_Chk_EN = 0 ;
                         DISER_EN   = 0 ;
                         COUNTER_EN = 1 ;
                         SAMPLE_EN  = 1 ;
                         DATA_VALID = 0 ;
                        end
	Continue_Sampling : begin
	                     STR_Chk_EN = 0 ;
	                     PAR_Chk_EN = 0 ;
	                     STP_Chk_EN = 0 ;
	                     DISER_EN   = 0 ;
	                     COUNTER_EN = 1 ;
	                     SAMPLE_EN  = 1 ;
	                     DATA_VALID = 0 ;
	                    end
	Deserialization   : begin
	                     STR_Chk_EN = 0 ;
	                     PAR_Chk_EN = 0 ;
	                     STP_Chk_EN = 0 ;
	                     DISER_EN   = 1 ;
	                     COUNTER_EN = 1 ;
	                     SAMPLE_EN  = 1 ;
	                     DATA_VALID = 0 ;
	                    end	
	Finish_Sampling : begin
	                     STR_Chk_EN = 0 ;
	                     PAR_Chk_EN = 1 ;
	                     STP_Chk_EN = 1 ;
	                     DISER_EN   = 0 ;
	                     COUNTER_EN = 1 ;
	                     SAMPLE_EN  = 1 ;
	                     DATA_VALID = 0 ;
	                    end   
	Check_Parity      : begin
                         STR_Chk_EN = 0 ;
                         PAR_Chk_EN = 0 ;
                         STP_Chk_EN = 1 ;
                         DISER_EN   = 0 ;
                         COUNTER_EN = 1 ;
                         SAMPLE_EN  = 1 ;
                         DATA_VALID = 0 ;
                        end
	Check_Stop        : begin
	                     STR_Chk_EN = 0 ;
	                     PAR_Chk_EN = 0 ;
	                     STP_Chk_EN = 1 ;
	                     DISER_EN   = 0 ;
	                     COUNTER_EN = 0 ;
	                     SAMPLE_EN  = 0 ;
	                     DATA_VALID = 0 ;
	                    end
	Validate          : begin
	                     STR_Chk_EN = 0 ;
	                     PAR_Chk_EN = 0 ;
	                     STP_Chk_EN = 0 ;
	                     DISER_EN   = 0 ;
	                     COUNTER_EN = 1 ;
	                     SAMPLE_EN  = 1 ;
	                     DATA_VALID = 1 ;
	                    end
   endcase
  end
endmodule
module RX_ParityCheck (
 input  wire       S_BIT,
 input  wire       PAR_Chk_EN,
 input  wire       PAR_TYP,
 input  wire [7:0] P_DATA,
 input  wire       CLK,RST,
 output reg        PAR_ERR
 );
 reg        PAR_BIT ;
 localparam even = 0;
 localparam odd  = 1;
 always @ (*)
  begin
   if(PAR_Chk_EN)
    begin
     case(PAR_TYP)
      even: PAR_BIT = ~^(P_DATA) ;
      odd : PAR_BIT =  ^(P_DATA) ;
     endcase
    end
   else
    PAR_BIT = 0 ;
  end
 always @ (posedge CLK, negedge RST)
  begin
   if(!RST)
    PAR_ERR <= 0 ;
   else if(PAR_Chk_EN)
    PAR_ERR <= (S_BIT==PAR_BIT)? 0 : 1 ;
  end 
endmodule
module RX_StartCheck (
 input  wire S_BIT,
 input  wire STR_Chk_EN,
 input  wire CLK,RST,
 output reg  STR_ERR
 );
 localparam START_BIT = 1'b0 ;
 always @ (posedge CLK, negedge RST)
  begin
   if(!RST)
    STR_ERR <= 0 ;
   else if(STR_Chk_EN)
    STR_ERR <= (S_BIT==START_BIT)? 0 : 1 ;
  end 
endmodule
module RX_StopCheck (
 input  wire S_BIT,
 input  wire STP_Chk_EN,
 input  wire CLK,RST,
 output reg  STP_ERR
 );
 localparam STOP_BIT  = 1'b1 ;
 always @ (posedge CLK, negedge RST)
  begin
   if(!RST)
    STP_ERR <= 0 ;
   else if(STP_Chk_EN)
    STP_ERR <= (S_BIT==STOP_BIT)? 0 : 1 ;
  end 
endmodule
module UART_RX_TOP (
 input  wire       RX_IN,
 input  wire [4:0] PRESCALE,
 input  wire       PAR_EN,PAR_TYP,
 input  wire       CLK,RST,
 output wire [7:0] P_DATA,
 output wire       DATA_VALID
 );
 wire [3:0] BIT_COUNT;
 wire [4:0] EDGE_COUNT;
 wire       STR_ERR   ,PAR_ERR   ,STP_ERR;
 wire       STR_Chk_EN,PAR_Chk_EN,STP_Chk_EN;
 wire       DISER_EN, COUNTER_EN, SAMPLE_EN;
 wire       S_BIT,sample_done;
 RX_FSM U0_RX_FSM (
 .RX_IN(RX_IN),
 .PAR_EN(PAR_EN),
 .PRESCALE(PRESCALE),
 .CLK(CLK),
 .RST(RST),
 .BIT_COUNT(BIT_COUNT),
 .EDGE_COUNT(EDGE_COUNT),
 .sample_done(sample_done),
 .STR_ERR(STR_ERR),
 .PAR_ERR(PAR_ERR),
 .STP_ERR(STP_ERR),
 .STR_Chk_EN(STR_Chk_EN),
 .PAR_Chk_EN(PAR_Chk_EN),
 .STP_Chk_EN(STP_Chk_EN),
 .DISER_EN(DISER_EN), 
 .COUNTER_EN(COUNTER_EN), 
 .SAMPLE_EN(SAMPLE_EN),
 .DATA_VALID(DATA_VALID)
 );
 RX_Deserializer U0_RX_Deserializer (
 .S_BIT(S_BIT),
 .DISER_EN(DISER_EN),
 .BIT_COUNT(BIT_COUNT),
 .CLK(CLK),
 .RST(RST),
 .P_DATA(P_DATA)
 );
 RX_DataSampling U0_RX_DataSampling (
 .RX_IN(RX_IN),
 .PRESCALE(PRESCALE),
 .CLK(CLK),
 .RST(RST),
 .EDGE_COUNT(EDGE_COUNT),
 .SAMPLE_EN(SAMPLE_EN),
 .S_BIT(S_BIT),
 .sample_done(sample_done)
 );
 RX_EdgeBitCounter U0_RX_EdgeBitCounter (
 .COUNTER_EN(COUNTER_EN),
 .PRESCALE(PRESCALE),
 .CLK(CLK),
 .RST(RST),
 .BIT_COUNT(BIT_COUNT),
 .EDGE_COUNT(EDGE_COUNT)
 );
 RX_StartCheck U0_RX_StartCheck (
 .S_BIT(S_BIT),
 .STR_Chk_EN(STR_Chk_EN),
 .CLK(CLK),
 .RST(RST),
 .STR_ERR(STR_ERR)
 );
 RX_ParityCheck U0_RX_ParityCheck (
 .S_BIT(S_BIT),
 .PAR_Chk_EN(PAR_Chk_EN),
 .PAR_TYP(PAR_TYP),
 .P_DATA(P_DATA),
 .CLK(CLK),
 .RST(RST),
 .PAR_ERR(PAR_ERR)
 );
 RX_StopCheck U0_RX_StopCheck (
 .S_BIT(S_BIT),
 .STP_Chk_EN(STP_Chk_EN),
 .CLK(CLK),
 .RST(RST),
 .STP_ERR(STP_ERR)
 );
endmodule
[/design/flow/run.sh]
#!/bin/bash
# OpenROAD 26Q1-2900-gdf79404cd8, Yosys 0.63+post, stock flow scripts
make -C /OpenROAD-flow-scripts/flow DESIGN_CONFIG=/design/flow/config.mk WORK_HOME=/design/flow/orfs finish
==> flow_metrics.env <==
# yosys + openroad results
export IMPL_peakVddDrop_uv=409
export IMPL_cts_setup_buffers=0
export IMPL_run_status="finished, final reports clean"
export IMPL_initial_core_util_pct=42.9
export IMPL_port_buffer_count=18
export IMPL_relSlewSlack_pct=56.2
export IMPL_setup_viol=0
export IMPL_route_detailed_wl_per_inst_um=12.7
export IMPL_report_final_hold_viol_count=0
export IMPL_ys_seq_share_pct=38.6
export IMPL_power_internal_uw=855
export IMPL_clockPowerShare_pct=24.1
export IMPL_drc=0
export IMPL_hold_path_startpoint="U0_RX_StopCheck.STP_ERR"
export IMPL_count_of_hold_fix_buffers_inserted_at_cts=0
export IMPL_timing_fmax_mhz=326
export IMPL_gp_congestion=0.876
export IMPL_crit_end_category="flop"
export IMPL_routed_via_count=1516
export IMPL_die_h_um=74.1
export IMPL_total_number_of_clock_tree_sinks=32
export IMPL_switching_fraction_pct=36.7
export IMPL_route_antenna_diode_count=0
export IMPL_worst_endpoint_required_ns=3.36
export IMPL_report_power_total_mw=1.35
export IMPL_ant_nets=0
export IMPL_drv_cap=0
export IMPL_layout_min_cycle_time_ns=3.07
export IMPL_clock_tree_root_cell="clkbuf_8"
export IMPL_global_route_peak_usage_layer="met1"
export IMPL_clock_latency_late_pin_ns=0.28
export IMPL_reg2reg_depth=12
export IMPL_cts_tree="built"
export IMPL_power_density_nw_per_um2=534
export IMPL_wire_length_of_the_first_global_routing_pass_um=6600
export IMPL_antenna_found_initial=0
export IMPL_detailed_place_area_um2=2380
export IMPL_timing_worst_slew_pin_value_ns=0.653
export IMPL_hold_depth=1
export IMPL_syn_to_final_growth_pct=21.7
export IMPL_logic_area_um2=1260
export IMPL_grtUsageMet3_pct=3.02
export IMPL_timing_worst_setup_path_type="reg2reg"
export IMPL_drt_first_iter_violations=78
export IMPL_core_rowCount=25
export IMPL_tritoncts_num_buffers=5
export IMPL_global_route_overflow_total=0
export IMPL_timing_setup_tns_ns=0
export IMPL_peak_fanout_along_the_critical_path=8
export IMPL_met2_usage_pct=22.7
export IMPL_grt_pass1_vias=1419
export IMPL_iteration_count_of_the_initial_detailed_routing_pass=6
export IMPL_worstReg2RegStart="U0_RX_EdgeBitCounter.BIT_COUNT[1]"
export IMPL_clk_pin_slew_ns=0.07
export IMPL_final_design_area_no_fill_um2=2530
export IMPL_detail_route_vias_per_cell=5.04
export IMPL_final_hold_worst_slack_ns=0.456
export IMPL_num_fill_cells=448
export IMPL_place_detailed_hpwl_um=2780
export IMPL_cts_root_to_sink_buffers=2
export IMPL_hold_path_class="reg2reg"
export IMPL_share_seq_of_total_power_pct=39.1
export IMPL_fin_util_pct=52.2
export IMPL_die_size_x_um=74.1
export IMPL_htree_num_levels=2
export IMPL_grt_start_max_net_pins=33
export IMPL_mostFrequentLayoutCell="dfrtp_1"
export IMPL_post_cts_resize_count=1
export IMPL_count_of_warning_messages_emitted_by_the_tools=32
export IMPL_syn_cell_area_um2=2080
export IMPL_grt_met1_usage_pct=25.9
export IMPL_synth_yosys_chip_area_um2=2080
export IMPL_io_pins=19
export IMPL_final_max_slew_violation_count=0
export IMPL_yosysUniqueCellTypes=39
export IMPL_drt_total_wl_um=3810
export IMPL_rrSetupSlack_ns=0.13
export IMPL_fraction_of_final_layout_cells_with_drive_strength_greater_than_1_pct=14.1
export IMPL_crit_path_start_kind="flop"
export IMPL_ff_latch_area_um2=802
export IMPL_synth_warnings=7
export IMPL_floorplan_die_area_um2=5490
export IMPL_register_bit_total_from_synthesis=32
export IMPL_hold_path_endpoint="U0_RX_FSM.current_state[1]"
export IMPL_skew_ns=0.00236
export IMPL_combPwrFrac_pct=36.8
export IMPL_count_of_mapped_cells_out_of_synthesis=205
export IMPL_final_cell_mix="dfrtp_1 (31), xnor2_1 (18), clkdlybuf4s50_1 (18), ha_1 (17), inv_1 (16)"
export IMPL_timing_critical_path_arrival_ns=3.23
export IMPL_yosys_stat_cells=205
export IMPL_core_um2=4850
export IMPL_rr_endpoint="U0_RX_Deserializer.P_DATA[7]"
export IMPL_leakagePower_nw=1.10
export IMPL_gr_usage_all_layers_pct=15.7
export IMPL_power_net_switching_uw=496
export IMPL_synthesis_area_per_instance_um2=10.1
export IMPL_layout_worst_path_cycle_share_pct=95.9
per-layer routing:
layer / vias up / routed length [um] / part of all wire, %
met3: 5 / 143 / 3.8
li1: 778 / - / -
met5: - / 0 / 0
met2: 21 / 1580 / 41
met1: 712 / 2050 / 54
met4: 0 / 34 / 0.89
logic make-up after synthesis:
| group | share of synthesized area [%] |
|---|---|
| DFF | 38.6 |
| xor gates and xnor gates | 13.5 |
| buffers and inverters | 3.61 |
| AOI/OAI and AO/OA | 6.26 |
| muxes | 6.98 |
| and+or+nand+nor | 20.3 |
| adders and majority gates | 10.7 |
flip-flops by register name, indices dropped and copies added (netlist names):
register                         flops
U0_RX_DataSampling.sampled_bits      3
U0_RX_ParityCheck.PAR_ERR            1
U0_RX_StartCheck.STR_ERR             1
U0_RX_FSM.current_state              8
U0_RX_Deserializer.P_DATA            8
U0_RX_DataSampling.sample_done       1
U0_RX_EdgeBitCounter.EDGE_COUNT      5
U0_RX_EdgeBitCounter.BIT_COUNT       4
U0_RX_StopCheck.STP_ERR              1
how the worst max path moves through the flow:
stage | from | to | slack [ns] | cells after the start
6_report | U0_RX_EdgeBitCounter.BIT_COUNT[1] | U0_RX_Deserializer.P_DATA[7] | 0.13 | 12
5_1_grt | U0_RX_EdgeBitCounter.BIT_COUNT[2] | U0_RX_Deserializer.P_DATA[7] | -0.02 | 12
4_1_cts | U0_RX_EdgeBitCounter.BIT_COUNT[2] | U0_RX_Deserializer.P_DATA[2] | 0.05 | 8
Yosys cell counts (all sizes together):
cell      n  area, um2
nor3      7       40.0
a21o      1       7.51
ha       17        213
maj3      1       10.0
nand4     7       43.8
nor2b     2       12.5
dfrtp    31        776
o2111ai   1       8.76
a32oi     1       8.76
a32o      2       20.0
and2      1       6.26
o21ai     6       30.0
xnor2    19        166
nand3b    1       7.51
o211ai    1       7.51
nor4      6       67.6
xor2     13        114
or2       1       6.26
nor2     14       52.6
nand2     9       33.8
a222oi    1       10.0
nand2b    3       18.8
mux2     12        135
inv      16       60.1
or3       1       6.26
or4       2       18.8
nand3    10       50.1
clkbuf    4       15.0
nor3b     2       15.0
nor4b     4       35.0
mux2i     1       10.0
dfstp     1       26.3
a31oi     1       12.5
a21oi     5       25.0
nand4b    1       8.76
area by class of cell:
cell class / count / area share [%]
inverters: 16 / 2.38
flip-flops and latches: 32 / 31.7
repair buffers: 25 / 9.20
clock buffers: 7 / 3.41
multi-input cells: 153 / 49.7
clock inverters: 1 / 0.297
well taps: 67 / 3.32
metrics by stage:
step / cells / setup WS [ns]
CTS: 301 / 0.0473
detailed placement: 293 / -0.0785
global route: 301 / -0.0230
floorplan: 205 / 0.0359
global placement: 293 / -0.0540
finish: 301 / 0.131
worst max-delay path, stage by stage, from the launching register on:
cell	delay, ns
dfrtp_1	0.34
inv_1	0.05
ha_1	0.25
xnor2_4	0.25
nand3_1	0.14
inv_1	0.09
nand2_1	0.06
ha_1	0.19
or4_4	0.43
nor4_4	0.27
a31oi_2	0.14
nor4_1	0.39
mux2_1	0.36
power by group through the flow:
stage	logic [mW]	registers [mW]	clock network, mW
4_1_cts	0.483	0.528	0.341
5_1_grt	0.559	0.537	0.361
6_report	0.497	0.528	0.326
Power is estimated from default activity; no workload was simulated.
