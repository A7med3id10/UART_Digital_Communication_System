File: config.mk
export PLATFORM = sky130hd
export DESIGN_NAME = Clock_Divider
export DESIGN_NICKNAME = Clock_Divider
export VERILOG_FILES = /design/flow/design.v
export SDC_FILE = /design/flow/constraint.sdc
export NUM_CORES = 4
export LEC_CHECK = 1
export CORE_AREA = 10 10 70 70
export DIE_AREA = 0 0 80 80
File: constraint.sdc
current_design Clock_Divider

set clk_period 2.2
set clk_io_pct 0.2

create_clock -name clk0 -period $clk_period [get_ports {I_ref_clk}]

set non_clock_inputs [all_inputs -no_clocks]
set_input_delay [expr $clk_period * $clk_io_pct] -clock clk0 $non_clock_inputs
set_output_delay [expr $clk_period * $clk_io_pct] -clock clk0 [all_outputs]
File: design.v
module Clock_Divider (
 input  wire       I_ref_clk,
 input  wire       I_rst_n,
 input  wire       I_clk_en,
 input  wire [3:0] I_div_ratio,
 output wire       O_div_clk
 );
 wire odd, enable, e_toggle, o_toggle;
 reg  div_clock;
 reg  tog1, tog2;  
 reg  [3:0] edge_counter;
 assign odd  =  I_div_ratio[0] ;                          
 assign enable   = I_clk_en && (|I_div_ratio[3:1])    ;   
 assign e_toggle = (I_div_ratio>>1)   == edge_counter ;  
 assign o_toggle = (I_div_ratio>>1)+1 == edge_counter ; 
 assign O_div_clk = (enable)? div_clock : I_ref_clk ;
 always@(posedge I_ref_clk, negedge I_rst_n)
  begin
   if(!I_rst_n)
    begin
     edge_counter <= 0 ;
	 tog1 <= 0 ;
	 tog2 <= 0 ;
	 div_clock <= 0 ;
	end
   else if(enable)
    begin
	 div_clock <= (~|edge_counter)? I_ref_clk : div_clock ;
	 case(odd)
      0: begin
          edge_counter <= edge_counter + 1 ;
      	  if(e_toggle)
      	   begin
      	    div_clock <= !div_clock;
      	    edge_counter <= 1 ;
      	   end 
         end
      1: begin
          edge_counter <= edge_counter + 1 ;
      	  if(o_toggle)
      	   begin
      	    div_clock <= !div_clock;
      	    edge_counter <= 1 ;
      	    tog1 <= 1 ;
            tog2 <= 0 ;
           end
          if( e_toggle && tog1 && !tog2 )
           begin
            div_clock <= !div_clock;
            edge_counter <= 1 ;
            tog1 <= 0 ;
            tog2 <= 1 ;
           end
         end
     endcase
	end
  end 
endmodule
File: run.sh
#!/bin/bash
# OpenROAD 26Q1-2900-gdf79404cd8, Yosys 0.63+post, stock flow scripts
make -C /OpenROAD-flow-scripts/flow DESIGN_CONFIG=/design/flow/config.mk WORK_HOME=/design/flow/orfs finish
==> reports/metrics.yaml <==
r2r_end: "tog1"
clock.latency.late_pin_ps: 350
reg2reg_from: "edge_counter[2]"
finClkSkew_ps: 3.530
grt_max_degree: 10
fp-utilization: 0.1645
syn_area_um2: 561.8
clkTransAtPathRegs_ps: 50
final_area_um2: 769.5
r2r_setup_slack_ps: 490
p_leak_uw: 0.0003536
numSynthFlops: 7
drv_slew: 0
cts_tree: "yes"
crit_type: "clk -> out"
setup_ws_ps: 57.73
rsz0062_at_grt: "false"
routed_via_density: 3.992
edf_count: 0
dpl_worst_slack_ps: -121.0
numPortBuffers: 7
synth_warnings: 1
yosys_cells: 68
ys_async_sr_fraction: 1.000
holdPathEnd: "div_clock"
post-cts-setup-buffers: 0
ys_seq_share: 0.3118
finalSetupViolations: 0
die_area_um2: 6400
crit_arrival_ps: 1700
rows: 21
slew_headroom: 0.7834
drcViolationCount: 0
synthToLayoutAreaGrowth_pct: 36.97
synthTopCellsByArea: "dfrtp_1 (31%), ha_1 (8.9%), nand2_1 (7.3%), xor2_1 (6.2%), inv_1 (4.0%)"
cp_max_fo: 2
hold_path_class: "clk -> reg"
layout-drive-gt1-share: 0.1839
hold_depth: 5
hold_path.startpoint: "I_ref_clk"
powerDensity_nw_per_um2: 1002
first_pass_iters: 4
syn_area_per_cell_um2: 8.262
core-area_um2: 3416
detail-route-antenna-nets: 0
antennaDiodeCount: 0
hold_buffers: 0
grt_pass1_vias: 561
die-height_um: 80
top_cell: "nand2_1"
place_congestion: 0.8083
synth-main-ff-cell: "dfrtp_1"
worstRegToRegCells: 4
startpoint_type: "clock port"
grt_pass1_wl_mm: 2.214
synth_top_cell_by_area: "dfrtp_1"
fp.dieW_um: 80
synth_chip_area_um2: 561.8
grtUsageTotal: 0.04072
ys_types: 27
antenna_found_initial: 0
cp.required_ps: 1760
top_cells_by_count: "nand2_1 (11), dfrtp_1 (7), inv_1 (6), nor2_1 (5)"
end_kind: "output pin"
vias: 531
worst_pin_slew_ps: 323.8
wire_per_inst_um: 9.489
synth_top_area_share: 0.3118
placed_cell_area_um2: 710.7
status: "finished, final reports clean"
io_pins: 8
tool_warnings: 35
drt_iter0_drc: 53
grt.overflow.total: 0
max_cap_viol_count: 0
syn_inst: 68
cts_resized: 4
vdd_drop_max_v: 0.0001712
wirelength_mm: 1.262
dp_hpwl_um: 937.4
hold_viol: 0
flip-flops by register name, indices dropped and copies added, names as in the netlist:
register      cells
tog2              1
edge_counter      4
div_clock         1
tog1              1
critical path: stages:
cell and delay (ps):
clkbuf_4 120, clkbuf_4 130, nand2_1 60, nand2_2 60, dlygate4sd2_1 230
cell type report:
type | count | area [µm²]
inverter | 6 | 22.52
multi-input combinational | 53 | 350.3
sequential | 7 | 175.2
clock buffer | 10 | 68.82
tap | 46 | 57.56
fill | 378 | 2646
timing repair buffer | 11 | 95.09
cells in the final DEF (no fill, tap or decap), drive strengths merged:
master and instances:
nand2 11, clkbuf 9, dfrtp 7, inv 6
o21ai 6, nor2 5, buf 5, xor2 4
ha 4, clkdlybuf4s50 4, nand3 3, dlygate4sd2 3
o21a 2, a21oi 2, nor3 2, a31oi 2
o211ai 2, and3 1, o211a 1, xnor2 1
nor4b 1, nor3b 1, nor2b 1, a31o 1
nand3b 1, mux2i 1, or4b 1
worst max-delay path by stage:
| stage | start | endpoint | slack, ps | depth (start not counted) |
|---|---|---|---|---|
| finish | I_ref_clk | O_div_clk | 60 | 5 |
| global route | I_ref_clk | O_div_clk | 20 | 5 |
| CTS | I_ref_clk | O_div_clk | 30 | 5 |
stage by stage:
step | TNS [ps] | std cells | total power [µW] | hold slack [ps] | utilization
3_5_place_dp | -219.4 | 124 | 533.4 | 307.8 | 0.2081
5_1_grt | 0 | 133 | 850.6 | 258.3 | 0.2253
4_1_cts | 0 | 133 | 789.1 | 232.3 | 0.2253
6_report | 0 | 133 | 770.7 | 218.1 | 0.2253
2_1_floorplan | 0 | 68 | 469.9 | 144.4 | -
3_3_place_gp | -181.6 | 124 | 527.6 | 307.4 | 0.2081
where the power goes:
group / switching [µW] / leakage, µW / internal, µW
sequential: 74.4 / 0.0000822 / 183
clock: 94.4 / 0.0000567 / 190
combinational: 115 / 0.000215 / 113
total: 284 / 0.000354 / 487
layer usage:
| layer | wire length [µm] | GRT usage | part of all wire | up-vias |
|---|---|---|---|---|
| met5 | 0 | 0 | 0 | - |
| met4 | 48 | 0.02641 | 0.038 | 0 |
| met3 | 108 | 0.01818 | 0.086 | 6 |
| met2 | 510 | 0.05457 | 0.40 | 20 |
| met1 | 594 | 0.05121 | 0.47 | 229 |
| li1 | - | - | - | 276 |
kinds of logic (layout without fill, tap and decap cells):
| group | Yosys count | in the layout | synth area share |
|---|---|---|---|
| AOI/OAI and AO/OA | 16 | 16 | 0.1893 |
| xor gates and xnor gates | 5 | 5 | 0.07795 |
| adders and majority gates | 4 | 4 | 0.08909 |
| buffers and inverters | 8 | 27 | 0.06903 |
| DFF | 7 | 7 | 0.3118 |
| muxes | 1 | 1 | 0.01782 |
| and+or+nand+nor | 27 | 27 | 0.2450 |
No activity file was given, so power comes from the tool's default toggle rates.
